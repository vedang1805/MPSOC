[flow/config.mk]
export PLATFORM = sky130hd
export DESIGN_NAME = MDMHC_DECODER
export DESIGN_NICKNAME = MDMHC_DECODER
export VERILOG_FILES = /design/flow/design.v
export SDC_FILE = /design/flow/constraint.sdc
export NUM_CORES = 4
export LEC_CHECK = 1
export CORE_UTILIZATION = 30
[flow/constraint.sdc]
current_design MDMHC_DECODER

set clk_period 6.2
set clk_io_pct 0.2

create_clock -name clk0 -period $clk_period

set non_clock_inputs [all_inputs -no_clocks]
set_input_delay [expr $clk_period * $clk_io_pct] -clock clk0 $non_clock_inputs
set_output_delay [expr $clk_period * $clk_io_pct] -clock clk0 [all_outputs]
[flow/design.v]
`timescale 1ns / 1ps
module MDMHC_DECODER(
    input [67:0] encoded_data_in,
    output [31:0] decoded_data,
    output single_error_corrected,
    output double_error_detected
);
wire [31:0] received_data = encoded_data_in[31:0];
wire [15:0] received_v_parity = encoded_data_in[47:32];
wire [39:0] received_h_parity = encoded_data_in[87:48];
wire [23:0] received_hamming = encoded_data_in[111:88];
wire [67:0] recalc_encoded;
MDMHC_ENCODER recalc_encoder(
    .data_in(received_data),
    .encoded_data(recalc_encoded)
);
wire [15:0] recalc_v_parity = recalc_encoded[47:32];
wire [39:0] recalc_h_parity = recalc_encoded[87:48];
wire [23:0] recalc_hamming = recalc_encoded[111:88];
wire [15:0] v_syndrome = received_v_parity ^ recalc_v_parity;
wire [39:0] h_syndrome = received_h_parity ^ recalc_h_parity;
wire [23:0] hamming_syndrome = received_hamming ^ recalc_hamming;
reg [31:0] corrected_data;
reg error_corrected;
reg double_error;
wire total_syndrome_zero = (v_syndrome == 0) && (h_syndrome == 0) && (hamming_syndrome == 0);
wire single_bit_error = !total_syndrome_zero && (|v_syndrome) && (|h_syndrome);
integer i;
always @(*) begin
    corrected_data = received_data;
    error_corrected = 1'b0;
    double_error = 1'b0;
    if (!total_syndrome_zero) begin
        if (single_bit_error) begin
            for (i = 0; i < 32; i = i + 1) begin
                if (v_syndrome[i % 16] && h_syndrome[i / 4]) begin
                    corrected_data[i] = ~received_data[i];
                    error_corrected = 1'b1;
                end
            end
        end else begin
            double_error = 1'b1;
        end
    end
end
assign decoded_data = corrected_data;
assign single_error_corrected = error_corrected;
assign double_error_detected = double_error;
endmodule
`timescale 1ns / 1ps
module MDMHC_ENCODER(
    input [31:0] data_in,
    output [67:0] encoded_data   
);
wire [3:0] matrix [0:1][0:3];
assign matrix[0][0] = data_in[3:0];
assign matrix[0][1] = data_in[7:4];
assign matrix[0][2] = data_in[11:8];
assign matrix[0][3] = data_in[15:12];
assign matrix[1][0] = data_in[19:16];
assign matrix[1][1] = data_in[23:20];
assign matrix[1][2] = data_in[27:24];
assign matrix[1][3] = data_in[31:28];
wire [4:0] h_parity [0:7];
assign h_parity[0] = {1'b0, matrix[0][0]} + {1'b0, matrix[0][2]};   
assign h_parity[1] = {1'b0, matrix[0][1]} + {1'b0, matrix[0][3]};   
assign h_parity[2] = {1'b0, matrix[1][0]} + {1'b0, matrix[1][2]};   
assign h_parity[3] = {1'b0, matrix[1][1]} + {1'b0, matrix[1][3]};   
assign h_parity[4] = {1'b0, matrix[0][0]} + {1'b0, matrix[0][1]};
assign h_parity[5] = {1'b0, matrix[0][2]} + {1'b0, matrix[0][3]};
assign h_parity[6] = {1'b0, matrix[1][0]} + {1'b0, matrix[1][1]};
assign h_parity[7] = {1'b0, matrix[1][2]} + {1'b0, matrix[1][3]};
wire [15:0] v_parity;
genvar j;
generate
    for (j = 0; j < 16; j = j + 1) begin : vertical_parity_gen
        assign v_parity[j] = data_in[j] ^ data_in[j + 16];
    end
endgenerate
wire [2:0] hamming_parity [0:7];
genvar k;
generate
    for (k = 0; k < 8; k = k + 1) begin : hamming_gen
        wire [3:0] symbol = (k < 4) ? matrix[0][k] : matrix[1][k-4];
        assign hamming_parity[k][0] = symbol[0] ^ symbol[1] ^ symbol[3];  
        assign hamming_parity[k][1] = symbol[0] ^ symbol[2] ^ symbol[3];  
        assign hamming_parity[k][2] = symbol[1] ^ symbol[2] ^ symbol[3];  
    end
endgenerate
assign encoded_data = {
    hamming_parity[7], hamming_parity[6], hamming_parity[5], hamming_parity[4],
    hamming_parity[3], hamming_parity[2], hamming_parity[1], hamming_parity[0],   
    h_parity[7], h_parity[6], h_parity[5], h_parity[4],
    h_parity[3], h_parity[2], h_parity[1], h_parity[0],   
    v_parity,   
    data_in     
};
endmodule
[flow/run.sh]
#!/bin/bash
# OpenROAD 26Q1-2900-gdf79404cd8, Yosys 0.63+post, stock flow scripts
make -C /OpenROAD-flow-scripts/flow DESIGN_CONFIG=/design/flow/config.mk WORK_HOME=/design/flow/orfs finish
==> impl_metrics.yaml <==
# yosys + openroad results
outcome:
  status: "completed"
detailed_routing:
  n_antenna_cell: 0
  wl_um: 5024
  dr.pass1.iters: 4
  wl_met3_um: 234
  vias: 1661
  routed.top_layer: "met3"
  viasPerCell: 4.489
  drc: 0
  postRouteAntennaNets: 0
  drtIter0Drc: 42
  wl_met2_um: 2192
  drt-met1-wl_um: 2598
  wire_per_inst_um: 13.58
place:
  port_buffers: 102
  dp_slack_ns: 0.6049
  hpwl_um: 4459
  gp_congestion: 0.8191
layout:
  nClkBuffers: 0
  layout-drive-gt1-share_pct: 7.383
  ff_count: 0
  synthToLayoutAreaGrowth_pct: 61.41
  regArea_um2: 0
sta:
  slew_headroom_pct: 59.54
  finalCriticalPeriod_ns: 5.629
  setup-tns-final_ns: 0
  tightest_slew_ns: 0.6048
  timing.fmax_ghz: 0.1777
  min_period_over_period_pct: 90.78
  finalMaxSlewViolations: 0
  fin_ws_ns: 0.5713
  setup_viol: 0
  rsz0062_at_grt: "no"
  finalHoldViolations: 0
critical_path:
  critPathMostFrequentCell: "clkdlybuf4s50_1"
  cp-end-kind: "primary output"
  worst-path-max-fanout: 7
  cp_slowest_stage_delay_ns: 0.57
  slowest_stage: "clkdlybuf4s50_1"
  start_kind: "primary input"
  cp_cell_sequence: "clkdlybuf4s50_1 > ha_1 > fa_1 > xnor2_1 > nand2b_1 > nor4_1 > nand4_1 > o41ai_1 > clkdlybuf4s50_1"
  critPathKind: "in -> out"
  worstPathRequired_ns: 4.96
  crit_arrival_ns: 4.39
global_route:
  groute.usage.overall_pct: 16.61
  first_global_vias: 1597
  grt_pass1_wl_um: 8024
  grt.overflow.total: 0
  grt_max_degree: 10
  antenna_found_initial: 0
floorplan:
  die_area_um2: 6366
  die_h_um: 79.79
  pin_count: 102
  die_w_um: 79.79
  core_area_um2: 5675
  rows: 27
  fp_util_pct: 31.99
clock_tree:
  cts_resized: 0
  post-cts-setup-buffers: 0
  hold_buffers: 0
yosys:
  top_cells_by_area: "xnor3_1 (20%), xnor2_1 (15%), xor2_1 (12%)"
  ys_cells: 195
  yosys_area_um2: 1815
  yosysSeqAreaShare_pct: 0
  synth_area_um2: 1815
  ys_warn_count: 6
  top_cell_area_share_pct: 19.85
  yosysTopAreaCell: "xnor3_1"
  synth_cell_types: 32
  synth.avg_cell_area_um2: 9.310
  synth_cells: 195
run:
  tool_warnings: 32
  cap_violations: 0
power:
  vdd.ir_drop.worst_mv: 0.04796
  leakagePower_nw: 1.279
  power.density_nw_per_um2: 109.5
hold_path:
  hp-class: "in -> out"
==> path summary, 6_finish.rpt <==
check | start | to | cells after the start
setup / recovery | encoded_data_in[0] | double_error_detected | 9
hold / removal | encoded_data_in[2] | decoded_data[2] | 4
==> worst max-delay path: cells and delay by family <==
kind	cells	cell delay [ns]
xor+xnor	1	0.45
buf+inv	2	1.10
simple gates	3	0.64
fa+ha+maj	2	0.67
compound gates	1	0.30
==> routing by layer <==
metal | track usage (%) | vias to the layer above
li1 | - | 904
met3 | 0.5800 | 0
met2 | 26.07 | 42
met4 | 0 | 0
met5 | 0 | -
met1 | 27.41 | 715
==> through the flow <==
step	utilization, %	cells	total power, mW	instance area, um2	hold slack [ns]
after floorplan	-	195	0.1536	1815	2.532
after global placement	51.63	370	0.3252	2930	3.514
after detailed placement	51.63	370	0.3231	2930	3.519
after CTS	51.63	370	0.3258	2930	3.518
after global routing	51.63	370	0.3543	2930	3.584
final	51.63	370	0.3209	2930	3.520
==> cell usage in the layout, fill, tap and decap left out, types with 2 or more instances in the layout <==
cell,Yosys,layout
nor2b_1,3,3
clkdlybuf4s50_1,0,102
nand3_1,2,2
nand2b_1,2,2
buf_4,0,2
mux2_4,3,3
xor2_1,24,24
a21o_1,5,5
o21ai_0,12,12
mux2_2,13,13
fa_1,4,4
a21oi_1,14,14
nand2_1,14,14
xnor3_1,16,16
xnor2_1,31,31
ha_1,16,16
nand4_1,6,6
nor2_1,6,6
inv_1,9,9
==> synthesized netlist by cell type, drive strengths merged (2+ instances only) <==
cell type	number
a21o	5
fa	4
nand2	14
a21oi	14
xnor3	16
nand4	6
nor2	6
xnor2	31
nand3	2
inv	9
xor2	24
nor2b	3
ha	16
o21ai	12
nand2b	2
mux2	16
==> where the power goes <==
group,internal [mW],switching (mW),leakage [nW]
Sequential,0,0,0
Clock,0,0,0
Combinational,0.210,0.111,1.28
Total,0.210,0.111,1.28
==> kinds of logic after synthesis <==
family          Yosys count  synth area share (%)
mux                      17                 11.10
fa+ha+maj                20                 15.44
compound gates           36                 11.65
simple gates             40                 11.65
buf+inv                  10                 2.481
xor+xnor                 72                 47.69
==> area by class of cell <==
class	count	area (um2)
repair buffers	104	1036
fillers	525	2745
inverters	9	33.78
multi-input cells	185	1770
well taps	72	90.09
No activity file was given, so power comes from the tool's default toggle rates.
