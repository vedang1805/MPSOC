<file path="./run.sh">
#!/bin/bash
# OpenROAD 26Q1-2900-gdf79404cd8, Yosys 0.63+post, stock flow scripts
make -C /OpenROAD-flow-scripts/flow DESIGN_CONFIG=/design/flow/config.mk WORK_HOME=/design/flow/orfs finish
</file>
<file path="./config.mk">
export PLATFORM = sky130hd
export DESIGN_NAME = DELAY_MECHANISM
export DESIGN_NICKNAME = DELAY_MECHANISM
export VERILOG_FILES = /design/flow/design.v
export SDC_FILE = /design/flow/constraint.sdc
export NUM_CORES = 4
export LEC_CHECK = 1
export CORE_UTILIZATION = 30
</file>
<file path="./constraint.sdc">
current_design DELAY_MECHANISM

set clk_period 1.0
set clk_io_pct 0.2

create_clock -name clk0 -period $clk_period [get_ports {clk}]

set non_clock_inputs [all_inputs -no_clocks]
set_input_delay [expr $clk_period * $clk_io_pct] -clock clk0 $non_clock_inputs
set_output_delay [expr $clk_period * $clk_io_pct] -clock clk0 [all_outputs]
</file>
<file path="./design.v">
`timescale 1ns / 1ps
module DELAY_MECHANISM #(
    parameter DELAY_CYCLES = 2   
)(
    input clk,
    input reset,
    input [31:0] instruction_in,
    output reg [31:0] instruction_out
);
reg [31:0] delay_regs [0:DELAY_CYCLES-1];
integer i;
always @(posedge clk) begin
    if (reset) begin
        for (i = 0; i < DELAY_CYCLES; i = i + 1) begin
            delay_regs[i] <= 32'h00000013;  
        end
        instruction_out <= 32'h00000013;
    end else begin
        delay_regs[0] <= instruction_in;
        for (i = 1; i < DELAY_CYCLES; i = i + 1) begin
            delay_regs[i] <= delay_regs[i-1];
        end
        instruction_out <= delay_regs[DELAY_CYCLES-1];
    end
end
endmodule
</file>
==> flow_metrics.py <==
# Generated from Yosys and OpenROAD reports
metrics = {
    "setup_path": {
        "crit_path_start": "instruction_out[31]",
        "cp_max_fo": 1,
        "crit_required_ns": 0.80,
        "crit_path_end_kind": "primary output",
        "crit_family": "flip-flops",
        "worstPathCellList": "buf_2",
        "crit_type": "reg2out",
        "startpoint_type": "register",
        "slowest_delay_ns": 0.31,
        "crit_arrival_ns": 0.76,
        "cp_slowest_cell": "dfxtp_1",
        "critPathBufInv": 1,
        "crit-reg2reg-launch": "delay_regs[0][0]",
    },
    "grt": {
        "antenna_found_initial": 0,
        "track_usage": 0.0748,
        "grt_max_degree": 40,
        "grt_pass1_wl_microns": 5090,
        "grt_overflow": 0,
        "grt_pass1_vias": 1213,
    },
    "die": {
        "die_h_microns": 94.8,
        "chip_area_sq_um": 8990,
        "ioPinCount": 66,
        "rows": 33,
        "fp_util": 0.313,
        "die_w_microns": 94.8,
        "core-area_sq_um": 8260,
    },
    "timing": {
        "whs_ns": 0.107,
        "skew_ns": 0.00717,
        "worstMarginPinSlew_ns": 0.151,
        "rsz0062_at_grt": "true",
        "hold_violations": 0,
        "relSlewSlack": 0.899,
        "fmax_mhz": 1050,
        "setup_slack_ns": 0.0439,
        "finalCriticalPeriod_ns": 0.956,
        "finalCritPeriodShare": 0.956,
        "setup_viol": 0,
        "maxSlewViolCount": 0,
    },
    "yosys": {
        "synth-xor-area-share": 0,
        "yosys.area_share.aoi": 0,
        "top_cells_by_area": "dfxtp_1 74%, nor2b_1 21%, or2_1 2.2%",
        "ys_seq_frac": 0.743,
        "synth_top_area_share": 0.743,
        "synth-seq-cells": 96,
        "ys_cells": 202,
        "largest_area_cell": "dfxtp_1",
        "logic_family": "simple AND/OR/NAND/NOR gates",
        "syn_inst": 202,
        "ys_sh_simple": 0.232,
        "ys_chip_area_sq_um": 2580,
        "avgSynthCellArea_sq_um": 12.8,
        "syn-cell-area_sq_um": 2580,
        "ys_sh_adder": 0,
        "synth-warning-count": 2,
        "synth_cell_type_count": 5,
        "ys_sh_mux": 0,
    },
    "cts": {
        "cts_buffers": 9,
        "root_buffer": "clkbuf_8",
        "hold_buffers": 0,
        "cts.clk_slew.worst_paths_ns": 0.09,
        "cts_tree": "yes",
        "clock_sinks": 96,
        "htreeDepth": 3,
        "clock_latency_ns": 0.34,
        "clockBufferDepth": 2,
    },
    "cells_and_area": {
        "regArea_sq_um": 1920,
        "fillers": 819,
        "logic_area_sq_um": 601,
        "drive_above_1_share": 0.188,
        "areaGrowthSynthToFinish_pct": 32.1,
        "final_util": 0.414,
    },
    "run_status": {
        "status": "complete, no violations",
    },
    "drt": {
        "avgRoutedWirePerCell_microns": 8.62,
        "num_antenna_cells": 0,
        "drtIter0Drc": 15,
        "ant_nets": 0,
        "drtPass1Iterations": 4,
        "dr_total_vias": 1391,
        "viasPerCell": 3.65,
        "routed_wl_microns": 3290,
        "drc": 0,
    },
    "job": {
        "cap_viol_max_count": 0,
        "warnings": 26,
    },
    "hold_path": {
        "min_path_type": "in2reg",
        "hold_start": "reset",
    },
    "placed_design": {
        "dpl_worst_slack_ns": 0.0459,
        "gp_routability_congestion": 0.701,
        "io_buffers": 65,
    },
    "power_and_ir_drop": {
        "ir_worst_vdd_mv": 0.896,
        "leakagePower_nw": 1.43,
        "p_per_area_nw_per_um2": 2050,
    },
}
layer usage:
metal | wire length [microns] | global-route usage | vias to the layer above
met2 | 1660 | 0.130 | 36
met3 | 209 | 0.0310 | 4
met4 | 43 | 0.0202 | 0
met1 | 1380 | 0.0847 | 611
met5 | 0 | 0 | -
li1 | - | - | 740
registers in the layout, summed over array words and instances (netlist names):
register	flops
delay_regs	64
instruction_out	32
cells in the mapped netlist:
cell,number
dfxtp_1,96
nor2b_1,87
or2_1,9
buf_2,8
buf_6,2
kinds of logic after synthesis:
| kind of cell | after synthesis |
|---|---|
| flops | 96 |
| simple gates | 96 |
| buf+inv | 10 |
area by class of cell:
type | instances | share of cell area
sequential | 96 | 0.563
multi-input combinational | 96 | 0.176
timing repair buffer | 69 | 0.159
clock buffer | 10 | 0.0403
tap | 105 | 0.0385
clock inverter | 5 | 0.0238
what timing repair did:
action	in CTS	in global routing
resized	96	0
endpoints found under the setup margin	32	9
buffers inserted	0	0
placed cells by master (no fill, tap or decap):
master	synthesis	layout
clkbuf_8	0	10
or2_1	9	9
nor2b_1	87	87
buf_2	8	32
buf_4	0	3
dfxtp_1	96	96
clkinv_4	0	1
buf_12	0	2
bufinv_16	0	2
clkinvlp_4	0	1
clkdlybuf4s50_1	0	32
clkinv_2	0	1
through the flow:
stage | total power [mW] | instance area (sq um) | TNS (ns) | instances
floorplan | 4.23 | 2580 | 0 | 202
global placement | 4.45 | 3360 | 0 | 366
detailed placement | 4.46 | 3360 | 0 | 366
CTS | 7.12 | 3420 | 0 | 381
global route | 7.31 | 3420 | -0.0462 | 381
finish | 7.01 | 3420 | 0 | 381
report_power, final:
group          switching [mW]  internal (mW)
registers              0.0248           3.97
logic                  0.0972          0.229
clock network            1.22           1.46
total                    1.34           5.66
final timing paths:
check                   endpoint  slack (ns)  cells after the start
max          instruction_out[31]        0.04                      1
min            delay_regs[1][10]        0.11                      2
max reg2reg     delay_regs[1][0]        0.41                      1
min reg2reg     delay_regs[1][4]        0.41                      1
Power figures rest on the tool's default switching activity, not on a simulated workload.
