[/design/flow/run.sh]
#!/bin/bash
# OpenROAD 26Q1-2900-gdf79404cd8, Yosys 0.63+post, stock flow scripts
make -C /OpenROAD-flow-scripts/flow DESIGN_CONFIG=/design/flow/config.mk WORK_HOME=/design/flow/orfs finish
[/design/flow/config.mk]
export PLATFORM = sky130hd
export DESIGN_NAME = COMPARATOR
export DESIGN_NICKNAME = COMPARATOR
export VERILOG_FILES = /design/flow/design.v
export SDC_FILE = /design/flow/constraint.sdc
export NUM_CORES = 4
export LEC_CHECK = 1
export CORE_AREA = 10 10 70 70
export DIE_AREA = 0 0 80 80
[/design/flow/constraint.sdc]
current_design COMPARATOR

set clk_period 2.5
set clk_io_pct 0.2

create_clock -name clk0 -period $clk_period [get_ports {clk}]

set non_clock_inputs [all_inputs -no_clocks]
set_input_delay [expr $clk_period * $clk_io_pct] -clock clk0 $non_clock_inputs
set_output_delay [expr $clk_period * $clk_io_pct] -clock clk0 [all_outputs]
[/design/flow/design.v]
`timescale 1ns / 1ps
module COMPARATOR(
    input [31:0] master_output,
    input [31:0] shadow_output,
    input clk,
    input reset,
    output reg match,
    output reg mismatch
);
always @(posedge clk) begin
    if (reset) begin
        match <= 1'b1;
        mismatch <= 1'b0;
    end else begin
        if (master_output == shadow_output) begin
            match <= 1'b1;
            mismatch <= 1'b0;
        end else begin
            match <= 1'b0;
            mismatch <= 1'b1;
        end
    end
end
endmodule
==> run_summary.xml <==
<?xml version="1.0" encoding="UTF-8"?>
<metrics>
  <group name="routing">
    <metric name="wl" unit="mm">1.92</metric>
    <metric name="dr.first_iter.drc_count" unit="">5</metric>
    <metric name="detail_route.vias_per_cell" unit="">3.49</metric>
    <metric name="post-route-drc-count" unit="">0</metric>
    <metric name="num_vias" unit="">573</metric>
    <metric name="antenna_violating_nets_post_route" unit="">0</metric>
    <metric name="num_antenna_cells" unit="">0</metric>
    <metric name="wl_per_cell" unit="um">11.7</metric>
    <metric name="detail_route.first_pass.iterations" unit="">2</metric>
  </group>
  <group name="clock_network">
    <metric name="cts_htree_levels" unit="">1</metric>
    <metric name="clock_tree_root" unit="">sky130_fd_sc_hd__clkbuf_4</metric>
    <metric name="clk_pin_slew_worst_paths" unit="ps">30</metric>
    <metric name="cts-resized-gates" unit="">0</metric>
    <metric name="clockBufferDepth" unit="">2</metric>
    <metric name="post-cts-setup-buffer-count" unit="">0</metric>
    <metric name="cts-buffers-inserted" unit="">3</metric>
    <metric name="clkSinkCount" unit="">2</metric>
    <metric name="clock_tree_from_tritoncts" unit="">done</metric>
    <metric name="postCtsHoldBufs" unit="">0</metric>
  </group>
  <group name="worst_setup_path">
    <metric name="crit_family" unit="">buffers and inverters</metric>
    <metric name="type_of_element_capturing_the_critical_path" unit="">output pin</metric>
    <metric name="worst-endpoint-arrival" unit="ps">1000</metric>
    <metric name="timing.critical_path.buf_inv" unit="">1</metric>
    <metric name="max_stage_delay" unit="ps">480</metric>
    <metric name="worstSetupPathType" unit="">reg2out</metric>
    <metric name="crit_chain" unit="">clkdlybuf4s50_1</metric>
    <metric name="critical-path-slowest-cell" unit="">sky130_fd_sc_hd__clkdlybuf4s50_1</metric>
    <metric name="worstPathRequired" unit="ps">2000</metric>
    <metric name="setup.worst_path.start_class" unit="">register</metric>
    <metric name="path_max_fanout" unit="">1</metric>
  </group>
  <group name="place">
    <metric name="replace_congestion" unit="">0.853</metric>
    <metric name="port_buffers" unit="">67</metric>
    <metric name="hpwlAfterDp" unit="mm">1.88</metric>
    <metric name="dp_worst_setup_slack" unit="ps">774</metric>
  </group>
  <group name="power">
    <metric name="power_leakage" unit="nW">0.374</metric>
    <metric name="irDropWorstVdd" unit="mV">0.124</metric>
    <metric name="power_density" unit="mW/mm2">236</metric>
  </group>
  <group name="final_timing">
    <metric name="fmaxAchievable" unit="GHz">0.666</metric>
    <metric name="rsz_0062_raised_after_global_routing" unit="">no</metric>
    <metric name="final_count_of_pins_violating_max_slew" unit="">0</metric>
    <metric name="clock_period_minus_final_worst_setup_slack" unit="ps">1500</metric>
    <metric name="final_period_util" unit="%">60.0</metric>
    <metric name="worstMarginPinSlew" unit="ps">198</metric>
    <metric name="setup_ws" unit="ps">999</metric>
    <metric name="setup-violations-final" unit="">0</metric>
    <metric name="setup_tns" unit="ps">0</metric>
    <metric name="hold_viol" unit="">0</metric>
    <metric name="worst_slew_margin_rel" unit="%">86.8</metric>
  </group>
  <group name="synthesis">
    <metric name="postSynthAreaPerCell" unit="um2">8.42</metric>
    <metric name="syn_inst" unit="">48</metric>
    <metric name="yosys-stat-area" unit="um2">404</metric>
    <metric name="synthesis.yosys.warnings" unit="">1</metric>
    <metric name="yosys.area.top_type_share" unit="%">69.3</metric>
    <metric name="synth_stat.cells" unit="">48</metric>
    <metric name="post_synthesis_cell_area" unit="um2">404</metric>
    <metric name="top_cells_by_area" unit="">sky130_fd_sc_hd__xnor2_1, sky130_fd_sc_hd__nand4_1, sky130_fd_sc_hd__dfxtp_1, sky130_fd_sc_hd__nor2_1, sky130_fd_sc_hd__a41o_1</metric>
    <metric name="yosys.stat.seqShare" unit="%">9.91</metric>
    <metric name="yosys.cell_types.count" unit="">6</metric>
    <metric name="synth_top_cell_by_area" unit="">sky130_fd_sc_hd__xnor2_1</metric>
    <metric name="postSynthRegisterBits" unit="">2</metric>
  </group>
  <group name="die">
    <metric name="horizontal_die_dimension" unit="um">80</metric>
    <metric name="num_io_pins" unit="">68</metric>
    <metric name="coreArea" unit="mm2">0.00342</metric>
    <metric name="dieArea" unit="mm2">0.00640</metric>
    <metric name="row_count" unit="">21</metric>
    <metric name="fp.dieH" unit="um">80</metric>
    <metric name="fp-utilization" unit="%">11.8</metric>
  </group>
  <group name="min_path">
    <metric name="endpoint_of_the_worst_hold_path" unit="">mismatch$_SDFF_PP0_</metric>
    <metric name="hold_path.startpoint" unit="">reset</metric>
    <metric name="hp-class" unit="">in2reg</metric>
    <metric name="min_path_cells" unit="">2</metric>
  </group>
  <group name="cells_and_area">
    <metric name="area.combinational" unit="um2">364</metric>
    <metric name="layout_top_cells" unit="">sky130_fd_sc_hd__clkdlybuf4s50_1, sky130_fd_sc_hd__xnor2_1, sky130_fd_sc_hd__nand4_1</metric>
    <metric name="num-fill-cells" unit="">360</metric>
    <metric name="mostFrequentLayoutCell" unit="">sky130_fd_sc_hd__clkdlybuf4s50_1</metric>
    <metric name="final_core_utilization" unit="%">33.8</metric>
    <metric name="seqCellArea" unit="um2">40.0</metric>
    <metric name="syn2layout_area_growth" unit="%">186</metric>
    <metric name="drive_above_1_share" unit="%">2.54</metric>
  </group>
  <group name="grt">
    <metric name="initial_antenna_violation_count" unit="">0</metric>
    <metric name="grt_start_max_net_pins" unit="">3</metric>
    <metric name="global_route_total_overflow" unit="">0</metric>
    <metric name="global_route.usage.total" unit="%">5.94</metric>
    <metric name="wire_length_of_the_first_global_routing_pass" unit="mm">3.14</metric>
    <metric name="grt_pass1_vias" unit="">742</metric>
  </group>
  <group name="outcome">
    <metric name="status" unit="">finished, final reports clean</metric>
  </group>
  <group name="run">
    <metric name="warnings" unit="">25</metric>
    <metric name="max-cap-violations" unit="">0</metric>
  </group>
</metrics>
-- per-layer routing --
layer / vias to the layer above / track usage, % / part of all wire [%]
met5: - / 0 / 0
met4: 0 / 0.704 / 0
met3: 0 / 4.55 / 17
met2: 44 / 9.39 / 42
met1: 223 / 6.35 / 41
li1: 306 / - / -
-- synth_stat cells --
library cell               n
sky130_fd_sc_hd__xnor2_1  32
sky130_fd_sc_hd__a41oi_1   1
sky130_fd_sc_hd__dfxtp_1   2
sky130_fd_sc_hd__nand4_1   8
sky130_fd_sc_hd__a41o_1    1
sky130_fd_sc_hd__nor2_1    4
-- state kept, by name (all words and copies together), names as in the netlist --
register,flops
match,1
mismatch,1
-- worst max path at each step --
stage / startpoint / end / slack, ps / cells after the start
CTS: mismatch$_SDFF_PP0_ / mismatch / 970 / 1
global route: match$_SDFF_PP1_ / match / 950 / 1
finish: match$_SDFF_PP1_ / match / 1000 / 1
-- cell type report --
type                    count  area share [%]
repair buffers             67            58.1
multi-input cells          46            31.5
well taps                  46            4.98
flip-flops and latches      2            3.47
clock buffers               3            1.95
-- per-stage QoR --
stage | hold slack, ps | cells | total power [mW] | area [um2]
6_report | 856 | 164 | 0.272 | 1150
5_1_grt | 878 | 164 | 0.291 | 1150
4_1_cts | 852 | 164 | 0.280 | 1150
3_5_place_dp | 1090 | 161 | 0.204 | 1130
3_3_place_gp | 1080 | 161 | 0.202 | 1130
2_1_floorplan | 572 | 48 | 0.0846 | 404
-- kinds of logic after synthesis --
family / count (synthesis) / synth area share [%]
compound gates: 2 / 4.64
simple gates: 12 / 16.1
flops: 2 / 9.91
xor+xnor: 32 / 69.4
-- where the power goes --
part / internal, mW / total [mW] / switching (mW)
Sequential: 0.0339 / 0.0344 / 0.000481
Combinational: 0.128 / 0.167 / 0.0389
Clock: 0.0529 / 0.0711 / 0.0181
Power and IR drop assume default switching activity.
